===== flow/config.mk =====
export PLATFORM = sky130hd
export DESIGN_NAME = mux_2p
export DESIGN_NICKNAME = mux_2p
export VERILOG_FILES = /design/flow/design.v
export SDC_FILE = /design/flow/constraint.sdc
export NUM_CORES = 4
export LEC_CHECK = 1
export CORE_AREA = 10 10 70 70
export DIE_AREA = 0 0 80 80

===== flow/constraint.sdc =====
current_design mux_2p

set clk_period 1.0
set clk_io_pct 0.2

create_clock -name clk0 -period $clk_period

set non_clock_inputs [all_inputs -no_clocks]
set_input_delay [expr $clk_period * $clk_io_pct] -clock clk0 $non_clock_inputs
set_output_delay [expr $clk_period * $clk_io_pct] -clock clk0 [all_outputs]

===== flow/design.v =====
module mux_2p #(parameter N=16)
        (input logic sel, input logic[N-1:0] a,b,
            output logic[N-1:0] y);
assign y = sel ? a : b;  
endmodule

===== flow/run.sh =====
#!/bin/bash
# OpenROAD 26Q1-2900-gdf79404cd8, Yosys 0.63+post, stock flow scripts
make -C /OpenROAD-flow-scripts/flow DESIGN_CONFIG=/design/flow/config.mk WORK_HOME=/design/flow/orfs finish

==> impl_metrics.ini <==
; synthesis and place-and-route metrics
[flow_run]
warning_count = 34
max-cap-violations = 0

[route]
dr.pass1.iters = 2
drc = 0
diodes = 0
num_vias = 354
post_drt_wl_per_cell_um = 12.3
drt_iter0_markers = 1
ant_nets = 0
detail_route.vias_per_cell = 3.13
wl_um = 1390

[timing]
max_slew_margin_pct = 95.3
tns_ps = -772
tightest_slew_ps = 70.8
max_clock_freq_mhz = 948
report.final.slew_viol_count = 0
finalHoldViolCount = 0
setup_ws_ps = -55.4
period_minus_slack_ps = 1060
setup_viol_count_final = 16
fin_crit_sh_pct = 106
rsz0062_at_grt = yes

[critical_path]
cp_data_arrival_time_ps = 860
crit_family = buffers and inverters
path_class = input pin to output pin
worstPathRequired_ps = 800
crit_chain = buf_12, buf_12, mux2_4, buf_6
crit_path_top_delay_cell = mux2_4
worst_path_largest_cell_delay_ps = 300
endpoint_kind = output pin
critPathLaunchType = input pin
cp_common_cell = buf_12
critPathBufInv = 3
crit_fanout = 8

[final_layout]
fillers = 388
fin_util_pct = 22.9
drive_gt1_share_pct = 52.2
seqCellArea_um2 = 0
lay_top_count = dlygate4sd2_1
nClkBuffers = 0
final_cell_mix = dlygate4sd2_1, mux2_4, buf_6, buf_2, buf_12
syn_to_final_growth_pct = 214
flop-count = 0

[global_route]
grt_pass1_wl_um = 2120
grtUsageMet3_pct = 3.52
grt_max_degree = 9
gr-usage-all-layers_pct = 4.06
grt_use_met1_pct = 5.93
antenna_found_initial = 0
top_usage_layer = met1
grt_pass1_vias = 439
grt.met2_usage_pct = 4.41
grt_remaining_overflow = 0

[synthesis]
synth_cells = 18
syn_area_um2 = 249
syn_avg_cell_area_um2 = 13.8
ys_cells = 18
synth-area-yosys_um2 = 249
synth_warnings = 0
yosysSeqAreaShare_pct = 0
ys_types = 4

[cts]
cts_setup_buffers = 0
holdBufCountCts = 0

[pwr]
p_leak_nw = 0.413
ir_drop_mv = 0.117
p_per_area_nw_per_um2 = 371
p_total_w = 0.000290

[die]
die-width_um = 80
row_count = 21
core-area_um2 = 3420
die_area_um2 = 6400
initial_core_util_pct = 7.29
ioPinCount = 49
fp.dieH_um = 80

[placed_design]
place.gp.congestion = 0.838
detailed_place_hpwl_um = 1170
portBuffers = 49

[outcome]
status = finished, violations left
violations = negative setup slack

[worst_hold_path]
hold_class = input pin to output pin
[cells in the mapped netlist (all sizes together)]
library cell  number  area share [%]
buf                2              13
mux2              16              87
[worst paths after layout]
path / start / end / cells past startpoint
setup / recovery: sel / y[13] / 4
hold / removal: a[7] / y[7] / 3
[through the flow]
stage | instances | instance area [um2] | hold slack [ps] | setup slack (ps)
floorplan | 18 | 249 | 498 | 72.5
global placement | 112 | 786 | 1440 | -844
detailed placement | 112 | 786 | 1440 | -842
CTS | 113 | 751 | 798 | -59.5
global route | 113 | 782 | 814 | -74.2
finish | 113 | 782 | 797 | -55.4
[cell type report]
| type | count | area, um2 | area share [%] |
|---|---|---|---|
| Tap cell | 46 | 57.6 | 7.36 |
| Multi-Input combinational cell | 16 | 240 | 30.7 |
| Timing Repair Buffer | 51 | 484 | 61.9 |
[where the power goes]
part	internal (W)	switching (W)	leakage, nW
logic	0.000226	0.0000640	0.413
clock network	0	0	0
registers	0	0	0
total	0.000226	0.0000640	0.413
[cells by family (layout without fill, tap and decap cells)]
family   Yosys count  in the layout  synth area share [%]
buf+inv            2             51                  12.6
mux               16             16                  87.4
[repair_timing]
action	CTS	global route
resized	100	5
gates cloned	1	0
setup endpoints to repair	16	16
pin swaps	0	0
[metal layers]
| metal | vias to the layer above | share of wire (%) | routed length [um] |
|---|---|---|---|
| li1 | 167 | - | - |
| met1 | 138 | 52 | 721 |
| met2 | 49 | 23 | 317 |
| met3 | 0 | 25 | 346 |
| met4 | 0 | 0 | 0 |
| met5 | - | 0 | 0 |
[worst min-delay path: stages]
cell	delay, ps
dlygate4sd2_1	190
mux2_4	130
buf_2	80
Power is estimated from default activity; no workload was simulated.
