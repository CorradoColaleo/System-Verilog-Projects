--- design/flow/config.mk ---
export PLATFORM = sky130hd
export DESIGN_NAME = alu
export DESIGN_NICKNAME = alu
export VERILOG_FILES = /design/flow/design.v
export SDC_FILE = /design/flow/constraint.sdc
export NUM_CORES = 4
export LEC_CHECK = 1
export CORE_AREA = 10 10 77 77
export DIE_AREA = 0 0 87 87
--- design/flow/constraint.sdc ---
current_design alu

set clk_period 4.2
set clk_io_pct 0.2

create_clock -name clk0 -period $clk_period

set non_clock_inputs [all_inputs -no_clocks]
set_input_delay [expr $clk_period * $clk_io_pct] -clock clk0 $non_clock_inputs
set_output_delay [expr $clk_period * $clk_io_pct] -clock clk0 [all_outputs]
--- design/flow/design.v ---
`timescale 1ns/1ps
module alu #(parameter N=8)
        (input logic[N-1:0]a,b, input logic[3:0] op,
            output logic[N-1:0] y);
always_comb begin
    case (op)
        4'b0000: y=a;
        4'b0001: y=b;
        4'b0010: y=~a;
        4'b0011: y=a&b;
        4'b0100: y=a|b;
        4'b0101: y='0;
        4'b1000: y=a+b;
        4'b1001: y=a-1;
        4'b1010: y=a-b;
        4'b1011: y=a+1;
        default: y='0;
    endcase
end
endmodule
--- design/flow/run.sh ---
#!/bin/bash
# OpenROAD 26Q1-2900-gdf79404cd8, Yosys 0.63+post, stock flow scripts
make -C /OpenROAD-flow-scripts/flow DESIGN_CONFIG=/design/flow/config.mk WORK_HOME=/design/flow/orfs finish
==> GITHUB_STEP_SUMMARY <==
## Implementation flow summary

| Metric | Value |
|---|---|
| Synthesis Warnings | `1` |
| Routed metal-1 wirelength | `1663 um` |
| Number of maximum-capacitance violations | `0` |
| First-pass GRT wire length | `5499 um` |
| Top cells by instance count after synthesis | `a21oi_1, o22ai_1, nand2_1, ha_1` |
| Met2 Wirelength | `1658 um` |
| Largest fanout of any net on the critical path | `2` |
| Minimum clock period after layout | `4.178 ns` |
| Max Slew Vio Count | `0` |
| Avg Inst Size Synth | `6.606 sq um` |
| Layout Cells excl Fill | `257` |
| Number of placed instances, taps included | `249` |
| Worst Hold End | `y[7]` |
| Ratio of final minimum period to clock period | `99.48%` |
| Most repeated cell in the gate-level netlist after synthesis | `a21oi_1` |
| Maximum number of pins on one net before global-route repair | `20` |
| DR WL/cell | `13.41 um` |
| Ordered cell list for the critical path | `buf_8 > inv_6 > ha_4 > inv_2 > or3_4 > buf_6 > a21oi_4 > o22ai_2 > a21oi_2 > ha_1 > o211a_1 > a2111oi_4 > o221ai_2 > xor2_1 > o22ai_1 > buf_2` |
| Total power divided by cell area | `128.7 mW/mm^2` |
| Total track usage | `8.556%` |
| Final antenna-violating net count | `0` |
| Die Height | `87 um` |
| Hold path cells | `5` |
| Fmax | `0.2393 GHz` |
| Mapped cell area | `944.7 sq um` |
| Worst setup slack after layout | `0.02166 ns` |
| Final weighted congestion in routability-driven placement | `0.8721` |
| Fraction of final layout cells with drive strength greater than 1 | `36.59%` |
| Family with the most delay on the worst path | `AND-OR/OR-AND gates` |
| Final number of hold-violating endpoints | `0` |
| Total area of sequential cells | `0 sq um` |
| Number of rows in the core area | `24` |
| Fraction of synthesized cell area taken by the top area cell type | `11.92%` |
| Worst path bufs/invs | `5` |
| CP endpoint kind | `output port` |
| DRC Markers | `0` |
| Startpoint type of the worst setup path | `input pin` |
| Overflow left after global routing | `0` |
| Chip width | `87 um` |
| Syn-to-layout area delta | `84.24%` |
| Total number of vias | `1293` |
| Count of clock buffers in the final design | `0` |
| Initial DRT Pass Iterations | `4` |
| Initial core utilization | `21.70%` |
| Data arrival time of the critical path | `3.34 ns` |
| Initial antenna violation count | `0` |
| Highest metal layer with signal wires | `met3` |
| Synthesized chip area reported by yosys | `944.7 sq um` |
| Stage-log warning count | `35` |
| Worst slack after detailed placement | `-0.9058 ns` |
| Core Footprint | `0.004354 sq mm` |
| Hold crit path type | `input pin to output port` |
| Transition time at the pin with the least slew margin | `0.3898 ns` |
| Synthesized netlist cell count | `143` |
| Cell type of the slowest stage on the worst timing path | `a2111oi_4` |
| Total area of multi-input combinational cells | `997.2 sq um` |
| Source of the worst hold timing path | `op[2]` |
| RSZ-0062 raised after global routing | `true` |
| Distinct cell type count after synthesis | `37` |
| Count of endpoints failing setup in the final report | `0` |
| Ports placed on the boundary | `28` |
| Number of vias per cell after detailed routing | `5.031` |
| Diode insertion count for antenna repair | `0` |
| Synth area leader | `ha_1` |
| Fillers | `430` |
| Relative slew slack | `73.78%` |
| Overall routed net length | `3446 um` |
| Crit path kind | `input pin to output port` |
| Data required time of the critical path | `3.36 ns` |
| Run status | `complete, no violations` |
| Final HPWL from detailed placement | `2712 um` |
| Seq share, synth | `0%` |
| Number of I/O port buffers | `28` |
| Die area | `0.007569 sq mm` |
| Ranking of synthesized cells by area | `ha_1, a21oi_1, o22ai_1` |
| Met3 layer wire length in the routed design | `124 um` |
| Via count of the first global-routing pass | `1173` |
| CTS hold repair buffers | `0` |
| Flip-flops | `0` |
| Delay of the slowest cell on the worst path | `0.36 ns` |
| Maximum ir drop on the vdd rail | `41.55 uV` |
| 1st-iter DRT viols | `100` |
| Leakage power total | `0.7545 nW` |
| Cells in synth_stat.txt | `143` |
==> how the worst max path moves through the flow <==
stage	depth (start not counted)	to	startpoint	slack (ns)
after CTS	13	y[7]	op[2]	-0.14
after global routing	15	y[7]	b[0]	-0.11
final	16	y[7]	b[0]	0.02
==> final cells by class <==
type	count	area share (%)
Multi-Input combinational cell	125	57.30
Timing Repair Buffer	73	37.02
Tap cell	52	3.738
Inverter	7	1.941
==> layer usage <==
metal / vias up / global-route usage (%)
li1: 674 / -
met1: 603 / 12.23
met2: 16 / 14.26
met3: 0 / 0.8491
met4: 0 / 0.1473
met5: - / 0
==> power breakdown <==
part	internal [mW]	switching, mW
clock	0	0
combinational	0.128	0.0964
sequential	0	0
==> cell usage in the layout, fill, tap and decap left out, types with 2 or more instances in the layout <==
| cell | instances |
|---|---|
| buf_4 | 37 |
| a21oi_1 | 16 |
| clkdlybuf4s50_1 | 16 |
| o22ai_1 | 11 |
| nand2_1 | 11 |
| buf_6 | 9 |
| o22a_1 | 8 |
| nor2_1 | 7 |
| o211ai_1 | 6 |
| o21a_1 | 6 |
| ha_1 | 6 |
| a21oi_2 | 4 |
| inv_1 | 4 |
| xnor2_1 | 4 |
| a21o_1 | 4 |
| or3_4 | 3 |
| nor2b_1 | 3 |
| a211o_1 | 3 |
| dlymetal6s2s_1 | 3 |
| o22ai_2 | 2 |
| or2_2 | 2 |
| nor3b_1 | 2 |
| xor2_1 | 2 |
| ha_4 | 2 |
| clkdlybuf4s15_1 | 2 |
| dlygate4sd2_1 | 2 |
| buf_2 | 2 |
==> what timing repair did <==
item,4_1_cts,5_1_grt
resized,42,27
pin swaps,29,23
setup endpoints to repair,5,5
endpoints found under the hold margin,0,0
setup buffers,6,2
==> tightest hold or removal path, cell delays in order <==
cell            delay [ns]
dlymetal6s2s_1        0.10
nand2b_4              0.13
buf_4                 0.20
o22ai_1               0.10
buf_2                 0.11
==> cell families (layout without fill, tap and decap cells) <==
kind of cell,count (synthesis),in the layout,synth area share [%]
buffers and inverters,18,80,7.816
AOI/OAI and AO/OA,69,69,49.80
adders and majority gates,10,10,14.04
muxes,1,1,1.060
and+or+nand+nor,39,39,21.72
xor gates and xnor gates,6,6,5.563
==> per-stage QoR <==
| stage | setup TNS (ns) | hold slack, ns | util, % | area, sq um | power (mW) |
|---|---|---|---|---|---|
| 5_1_grt | -0.1431 | 2.385 | 39.97 | 1740 | 0.2468 |
| 4_1_cts | -0.1384 | 2.346 | 37.16 | 1618 | 0.2086 |
| 3_3_place_gp | -2.605 | 2.826 | 34.91 | 1520 | 0.1968 |
| 3_5_place_dp | -2.660 | 2.822 | 34.91 | 1520 | 0.1980 |
| 6_report | 0 | 2.319 | 39.97 | 1740 | 0.2241 |
| 2_1_floorplan | 0 | 1.813 | - | 944.7 | 0.09955 |
Power figures rest on the tool's default switching activity, not on a simulated workload.
